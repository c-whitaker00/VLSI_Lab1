==> flow/config.mk <==
export PLATFORM = sky130hd
export DESIGN_NAME = csa
export DESIGN_NICKNAME = csa
export VERILOG_FILES = /design/flow/design.v
export SDC_FILE = /design/flow/constraint.sdc
export NUM_CORES = 4
export LEC_CHECK = 1
export CORE_UTILIZATION = 50
==> flow/run.sh <==
#!/bin/bash
# OpenROAD 26Q1-2900-gdf79404cd8, Yosys 0.63+post, stock flow scripts
make -C /OpenROAD-flow-scripts/flow DESIGN_CONFIG=/design/flow/config.mk WORK_HOME=/design/flow/orfs finish
==> flow/constraint.sdc <==
current_design csa

set clk_period 19.2
set clk_io_pct 0.2

create_clock -name clk0 -period $clk_period

set non_clock_inputs [all_inputs -no_clocks]
set_input_delay [expr $clk_period * $clk_io_pct] -clock clk0 $non_clock_inputs
set_output_delay [expr $clk_period * $clk_io_pct] -clock clk0 [all_outputs]
==> flow/design.v <==
`timescale 1ns/10ps
module full_adder (S, Cout, A, B, Cin);
output S, Cout;
input A, B, Cin;
    wire g1, g2, g3;
    xor z1(g1, A, B);
    xor z2(S, Cin, g1);
    and z3(a2, Cin, g1);
    and z4(a3, A, B);
    or z5(Cout, a2, a3);
endmodule
`timescale 1ns/10ps
module csa(Sum, Co, A, B, C, D, E, F, G, H, I, J);
    output [11:0] Sum;
    output Co; 
    input [7:0] A, B, C, D, E, F, G, H, I, J;
    wire Co0, Co1, Co2, Co3, Co4, Co5, Co6, Co7, Co8;
    wire w1, w2, w3, w4, w5, w6, w7, w8, w9, w10;
    wire w11, w12, w13, w14, w15, w16, w17, w18, w19, w20; 
    wire w21, w22, w23, w24, w25, w26, w27, w28, w29, w30;   
    wire w31, w32, w33, w34, w35, w36, w37, w38, w39, w40; 
    wire w41, w42, w43, w44, w45, w46, w47, w48, w49, w50;  
    wire w51, w52, w53, w54, w55, w56, w57, w58, w59, w60; 
    wire w61, w62, w63, w64, w65, w66, w67, w68, w69, w70;  
    wire w71, w72, w73, w74, w75, w76, w77, w78, w79, w80; 
    wire w81, w82, w83, w84, w85, w86, w87, w88, w89, w90; 
    wire w91, w92, w93, w94, w95, w96, w97, w98, w99, w100; 
    wire w101, w102, w103, w104, w105, w107, w108, w109, w110; 
    wire w111, w112, w113, w114, w115, w116, w117, w118, w119, w120; 
    wire w121, w122, w123, w124, w125, w126, w127, w128, w129; 
    full_adder z1(w1, w2, B[0], C[0], A[0]);
    full_adder z2(w3, w4, B[1], C[1], A[1]);
    full_adder z3(w5, w6, B[2], C[2], A[2]);
    full_adder z4(w7, w8, B[3], C[3], A[3]);
    full_adder z5(w9, w10, B[4], C[4], A[4]);
    full_adder z6(w11, w12, B[5], C[5], A[5]);
    full_adder z7(w13, w14, B[6], C[6], A[6]);
    full_adder z8(w15, Co0, B[7], C[7], A[7]);
    full_adder z9(w16, w17, D[0], w1, 1'b0);
    full_adder z10(w18, w19, D[1], w3, w2);
    full_adder z11(w20, w21, D[2], w5, w4);
    full_adder z12(w22, w23, D[3], w7, w6);
    full_adder z13(w24, w25, D[4], w9, w8);
    full_adder z14(w26, w27, D[5], w11, w10);
    full_adder z15(w28, w29, D[6], w13, w12);
    full_adder z16(w30, Co1, D[7], w15, w14);
    full_adder z17(w31, w32, E[0], w16, 1'b0);
    full_adder z18(w33, w34, E[1], w18, w17);
    full_adder z19(w35, w36, E[2], w20, w19);
    full_adder z20(w37, w38, E[3], w22, w21);
    full_adder z21(w39, w40, E[4], w24, w23);
    full_adder z22(w41, w42, E[5], w26, w25);
    full_adder z23(w43, w44, E[6], w28, w27);
    full_adder z24(w45, Co2, E[7], w30, w29);
    full_adder z25(w46, w47, F[0], w31, 1'b0);
    full_adder z26(w48, w49, F[1], w33, w32);
    full_adder z27(w50, w51, F[2], w35, w34);
    full_adder z28(w52, w53, F[3], w37, w36);
    full_adder z29(w54, w55, F[4], w39, w38);
    full_adder z30(w56, w57, F[5], w41, w40);
    full_adder z31(w58, w59, F[6], w43, w42);
    full_adder z32(w60, Co3, F[7], w45, w44);
    full_adder z33(w61, w62, G[0], w46, 1'b0);
    full_adder z34(w63, w64, G[1], w48, w47);
    full_adder z35(w65, w66, G[2], w50, w49);
    full_adder z36(w67, w68, G[3], w52, w51);
    full_adder z37(w69, w70, G[4], w54, w53);
    full_adder z38(w71, w72, G[5], w56, w55);
    full_adder z39(w73, w74, G[6], w58, w57);
    full_adder z40(w75, Co4, G[7], w60, w59);
    full_adder z41(w76, w77, H[0], w61, 1'b0);
    full_adder z42(w78, w79, H[1], w63, w62);
    full_adder z43(w80, w81, H[2], w65, w64);
    full_adder z44(w82, w83, H[3], w67, w66);
    full_adder z45(w84, w85, H[4], w69, w68);
    full_adder z46(w86, w87, H[5], w71, w70);
    full_adder z47(w88, w89, H[6], w73, w72);
    full_adder z48(w90, Co5, H[7], w75, w74);
    full_adder z49(w91, w92, I[0], w76, 1'b0);
    full_adder z50(w93, w94, I[1], w78, w77);
    full_adder z51(w95, w96, I[2], w80, w79);
    full_adder z52(w97, w98, I[3], w82, w81);
    full_adder z53(w99, w100, I[4], w84, w83);
    full_adder z54(w101, w102, I[5], w86, w85);
    full_adder z55(w103, w104, I[6], w88, w87);
    full_adder z56(w105, Co6, I[7], w90, w89);
    full_adder z57(Sum[0], w107, J[0], w91, 1'b0);
    full_adder z58(w108, w109, J[1], w93, w92);
    full_adder z59(w110, w111, J[2], w95, w94);
    full_adder z60(w112, w113, J[3], w97, w96);
    full_adder z61(w114, w115, J[4], w99, w98);
    full_adder z62(w116, w117, J[5], w101, w100);
    full_adder z63(w118, w119, J[6], w103, w102);
    full_adder z64(w120, Co7, J[7], w105, w104);
    full_adder z65(Sum[1], w121, w107, w108, 1'b0);
    full_adder z66(Sum[2], w122, w109, w110, w121);
    full_adder z67(Sum[3], w123, w111, w112, w122);
    full_adder z68(Sum[4], w124, w113, w114, w123);
    full_adder z69(Sum[5], w125, w115, w116, w124);
    full_adder z70(Sum[6], w126, w117, w118, w125);
    full_adder z71(Sum[7], Co8, w119, w120, w126);
    full_adder z72(Sum[8], w127, Co7, Co6, Co8);
    full_adder z73(Sum[9], w128, Co5, Co4, w127);
    full_adder z74(Sum[10], w129, Co3, Co1, w128);
    full_adder z75(Sum[11], Co, Co1, Co0, w129);
endmodule
==> flow_metrics.tcl <==
# implementation run metrics
set metrics [dict create \
    p_leak_nw 1.25 \
    seqCellArea_sq_um 0 \
    synthCells 148 \
    met2_usage_pct 32.3 \
    cpPeakStageDelay_ns 0.55 \
    maxSlewViolCount 0 \
    required_ns 15.36 \
    drive_gt1_share_pct 0 \
    power_uw 807 \
    critical_path_class "input port to output port" \
    syn_area_sq_um 1760 \
    yosys_warnings 2 \
    nClkBuffers 0 \
    worst_pin_slew_ns 0.111 \
    ff_count 0 \
    power.density_nw_per_um2 303 \
    fin_crit_sh_pct 89.8 \
    overflow 0 \
    setup_slack_ns 1.95 \
    antenna_found_initial 0 \
    numPortBuffers 93 \
    grt_pass1_wl_um 4690 \
    grtUsageTotal_pct 18.3 \
    met3_usage_pct 7.23 \
    topCellsByArea "fa_1 75%, inv_1 13%, ha_1 5.7%" \
    cts_resized 0 \
    setup_tns_ns 0 \
    cap_violations 0 \
    yosys-stat-area_sq_um 1760 \
    initialDrtViolationCount 12 \
    ys_cells 148 \
    syn_avg_cell_area_sq_um 11.9 \
    num_antenna_cells 0 \
    dp_hpwl_um 3310 \
    crit_arrival_ns 13.41 \
    crit_path_start "A[1]" \
    maxSlewHeadroom_pct 92.6 \
    drcViolationCount 0 \
    start_kind "input port" \
    peakVddDrop_mv 0.613 \
    top_usage_layer "met2" \
    core_area_sq_um 3360 \
    viasPerCell 4.37 \
    crit_top_cell "fa_1" \
    ios 93 \
    post_cts_buffers 0 \
    grt_max_degree 3 \
    fillers 223 \
    final_hold_viol_count 0 \
    rsz0062_at_grt "no" \
    vias 1203 \
    top_area_cell "fa_1" \
    status "finished, final reports clean" \
    crit_path_end_kind "output port" \
    critPathMaxFanout 1 \
    min-delay-start "J[0]" \
    post-place-ws_ns 1.88 \
    globalplace.congestion 0.739 \
    fmax_ghz 0.0580 \
    synthDominantCellAreaShare_pct 74.9 \
    drt_first_pass_iters 2 \
    die_area_sq_um 3770 \
    area_growth_pct 50.9 \
    warning_count 33 \
    synthTopCellsByCount "66 x fa_1, 61 x inv_1, 12 x buf_4, 8 x ha_1, 1 x xor3_1" \
    ys_seq_share_pct 0 \
    wl_per_cell_um 11.3 \
    grtUsageMet1_pct 24.8 \
    fp_util_pct 52.5 \
    final.min_clock_period_ns 17.25 \
    ys_types 5 \
    finalSetupViolCount 0 \
    drt-total-wl_um 3110 \
    first_global_vias 1214 \
    antenna_left 0 \
    crit_path_end "Sum[11]" \
    rows 21 \
    most_common_cell "fa_1" \
    fin_area_sq_um 2660 \
    die-height_um 61.4 \
    die_w_um 61.4 \
    worstHoldPathType "input port to output port" \
    holdBufCountCts 0 \
    critPathSlowestCell "fa_1" \
    fin_util_pct 79.2 \
    placed_area_sq_um 2660 \
]
[worst max-delay path, delay by kind of cell]
family | cells | cell delay (ns)
adder cells (fa/ha/maj) | 19 | 8.44
buffers and inverters | 6 | 1.14
[worst min path at each step]
stage     slack (ns)     end  cells past startpoint
5_1_grt         8.74  Sum[0]                      3
6_report        8.72  Sum[0]                      3
4_1_cts         8.72  Sum[0]                      3
[stage by stage]
stage	hold WS, ns	std cells
global route	8.74	275
finish	8.72	275
detailed placement	8.72	275
floorplan	7.86	148
CTS	8.72	275
global placement	8.71	275
[logic make-up (layout without fill, tap and decap cells)]
| kind of cell | Yosys count | in the layout | synth area share [%] |
|---|---|---|---|
| adders and majority gates | 74 | 74 | 80.6 |
| buffers and inverters | 73 | 154 | 18.1 |
| xor gates and xnor gates | 1 | 1 | 1.35 |
[routing by layer]
metal	vias to the layer above	share of wire, %	routed length (um)
li1	542	-	-
met5	-	0	0
met4	0	0	0
met3	0	15	455
met1	605	29	914
met2	56	56	1750
[final cells by class]
cell class / count / area, sq um / area share, %
inverters: 61 / 229 / 8.60
repair buffers: 93 / 931 / 35.0
multi-input cells: 75 / 1450 / 54.3
well taps: 46 / 57.6 / 2.16
[power by group]
| part | leakage, nW | switching, mW | internal (mW) |
|---|---|---|---|
| Combinational | 1.25 | 0.295 | 0.512 |
| Clock | 0 | 0 | 0 |
| Sequential | 0 | 0 | 0 |
[layout by cell type, fill, tap and decap left out, drive strengths merged]
cell	n
inv	61
fa	66
ha	8
clkdlybuf4s50	93
xor3	1
No activity file was given, so power comes from the tool's default toggle rates.
