$ cat design/flow/run.sh
#!/bin/bash
# OpenROAD 26Q1-2900-gdf79404cd8, Yosys 0.63+post, stock flow scripts
make -C /OpenROAD-flow-scripts/flow DESIGN_CONFIG=/design/flow/config.mk WORK_HOME=/design/flow/orfs finish
$ cat design/flow/config.mk
export PLATFORM = sky130hd
export DESIGN_NAME = unsigned_multiplier
export DESIGN_NICKNAME = unsigned_multiplier
export VERILOG_FILES = /design/flow/design.v
export SDC_FILE = /design/flow/constraint.sdc
export NUM_CORES = 4
export LEC_CHECK = 1
export CORE_AREA = 10 10 72 72
export DIE_AREA = 0 0 82 82
$ cat design/flow/constraint.sdc
current_design unsigned_multiplier

set clk_period 5.6
set clk_io_pct 0.2

create_clock -name clk0 -period $clk_period

set non_clock_inputs [all_inputs -no_clocks]
set_input_delay [expr $clk_period * $clk_io_pct] -clock clk0 $non_clock_inputs
set_output_delay [expr $clk_period * $clk_io_pct] -clock clk0 [all_outputs]
$ cat design/flow/design.v
`timescale 1ns/10ps
module adding_circuit1 (S, Cout, A, B, Sin, Cin);
output S, Cout;
input A, B, Cin, Sin;
    wire g1, g2, g3, g4;
    and z1(g1, A, B);
    xor z2(g2, g1, Sin);
    xor z3(S, g2, Cin);
    and z4(g3, Cin, g2);
    and z5(g4, g1, Sin);
    or z6(Cout, g3, g4);
endmodule
`timescale 1ns/10ps
module full_adder (S, Cout, A, B, Cin);
output S, Cout;
input A, B, Cin;
    wire g1, g2, g3;
    xor z1(g1, A, B);
    xor z2(S, Cin, g1);
    and z3(a2, Cin, g1);
    and z4(a3, A, B);
    or z5(Cout, a2, a3);
endmodule
`timescale 1ns/10ps
module unsigned_multiplier (P, A, B);
output [7:0] P;
input [3:0] A, B;
wire aw0, aw1, aw2, bw0, bw1, bw2, bw3, ax0, ax1, ax2;
wire bx0, bx1, bx2, bx3, ay0, ay1, ay2, by0, by1, by2, by3;
wire az0, az1, az2, bz0, bz1, bz2, bz3;
    adding_circuit1 w0(aw0, bw0, A[3], B[0], 1'b0, 1'b0);
    adding_circuit1 w1(aw1, bw1, A[2], B[0], 1'b0, 1'b0); 
    adding_circuit1 w2(aw2, bw2, A[1], B[0], 1'b0, 1'b0); 
    adding_circuit1 w3(P[0], bw3, A[0], B[0], 1'b0, 1'b0); 
    adding_circuit1 x0(ax0, bx0, A[3], B[1], 1'b0, bw0);
    adding_circuit1 x1(ax1, bx1, A[2], B[1], aw0, bw1); 
    adding_circuit1 x2(ax2, bx2, A[1], B[1], aw1, bw2); 
    adding_circuit1 x3(P[1], bx3, A[0], B[1], aw2, bw3);
    adding_circuit1 y0(ay0, by0, A[3], B[2], 1'b0, bx0);
    adding_circuit1 y1(ay1, by1, A[2], B[2], ax0, bx1); 
    adding_circuit1 y2(ay2, by2, A[1], B[2], ax1, bx2); 
    adding_circuit1 y3(P[2], by3, A[0], B[2], ax2, bx3); 
    adding_circuit1 z0(az0, bz0, A[3], B[3], 1'b0, by0);
    adding_circuit1 z1(az1, bz1, A[2], B[3], ay0, by1); 
    adding_circuit1 z2(az2, bz2, A[1], B[3], ay1, by2); 
    adding_circuit1 z3(P[3], bz3, A[0], B[3], ay2, by3); 
    full_adder g1(P[4], co1, az2, bz3, 1'b0);
    full_adder g2(P[5], co2, az1, bz2, co1);
    full_adder g3(P[6], co3, az0, bz1, co2);
    full_adder g4(P[7], co4, 1'b0, bz0, co3);
endmodule
==> results.txt <==
Notes on the physical implementation.

- The routed design ends up with an antenna cell count of 0.
- The count of boundary I/O pins is 16, for reference.
- The number of cells reported by Yosys stat comes to 50.
- The warning tally printed by Yosys for this design is 6.
- The average instance in the mapped netlist occupies 8.21 um^2.
- The final critical path takes up 96.4% of the cycle.
- The total setup violations reported at the end of the flow is 0, for reference.
- Port buffering added 16 buffers.
- The worst-case setup margin in the final layout is 204 ps, for reference.
- The type of the worst setup path is in -> out, for reference.
- The placement summary gives the final routability congestion estimate as 0.744.
- The final hold violation count is 0, for reference.
- Along the worst path, the maximum fanout reaches 2.
- Of all cell types, the one taking the most synthesized area is fa_1.
- Walking the worst path, the cells encountered are clkdlybuf4s50_1, and2_1, ha_1, inv_1, fa_2, fa_1, inv_1, ha_1, inv_1, fa_1, inv_2, fa_1, clkdlybuf4s50_1.
- For this run the detailed placement stage logged an HPWL of between 800 and 900 um.
- Per the synthesis report, the number of distinct cell types is 6.
- In the final timing run, aggregate negative setup slack is 0 ps.
- In this run the cell area of the synthesized design comes to around 410 um^2.
- The number of rows in the core area is 22, for reference.
- The launching element type of the critical path is an input port, for reference.
- In the post-synthesis netlist, the biggest area contributors are fa_1, and2_1, buf_4.
- The total wirelength of the detailed-routed design is 817 um, for reference.
- The tally of clock buffers in the finished layout is 0, for reference.
- The via density per instance is 2.84, for reference.
- The highest clock rate this design can be run at is 185 MHz.
- Setup repair after global routing left no endpoint under its margin.
- The layout-stage area growth over the synthesis result is 44.2%, for reference.
- The initial detailed-routing violation count is 2, for reference.
- The routed layout reports a DRC error count of 0.
- The final global-route overflow total is 0, for reference.
- Nets still carrying antenna violations after routing amount to 0.
- The number of standard cells after synthesis is roughly 50, for reference.
- The combined flip-flop and latch cell area is 0 um^2, for reference.
- Per the summary, power density relative to cell area is 88.3 nW/um^2.
- The required time at the worst endpoint is listed as 4480 ps.
- The width of the chip is 82 um, for reference.
- The category of the worst setup path capture point is an output pin, for reference.
- The first-pass GRT wire length is 1570 um, for reference.
- The vias after detailed routing is 304, for reference.
- By count the netlist is led by inv_1, and2_1, buf_4, fa_1, nand2_1.
- The power report puts the leakage power at 0.310 nW.
- The top-area cell type share of the netlist area is 39.0%, for reference.
- In this run, post-CTS hold repair placed 0 buffers.
- The library cell contributing the largest single delay on the critical path is clkdlybuf4s50_1, for reference.
- The worst path arrival time is 4280 ps, for reference.
- Total global-route track usage over all layers is approximately 2.8%.
- The pin closest to its max-slew limit shows a slew of 157 ps.
- On the worst path, the slowest cell contributes a delay of 480 ps.
- The via count of the first global-routing pass is 341, for reference.
- The min-delay analysis places its worst path in the category in -> out.
- In this run the tools logged warnings totalling 32.
- The vertical extent of the die is 82 um, for reference.
- Sequential cells placed in the final layout were counted as 0.
- Sequential cells were found to cover 0% of the synthesized design area.
- The clock period minus final worst setup slack is around 5400 ps, for reference.
- The routed length per instance is 7.64 um, for reference.
- Entering global routing, the biggest net connects 5 pins.
- Per the run summary, max-cap violations total 0.
- IR analysis of the VDD net gives a maximum drop of approximately 24 uV.
- The floorplan step defined a core boundary enclosing 3690 um^2.
- The pre-CTS setup slack is 15.3 ps, for reference.
- The worst slew margin relative to its limit is 89.5%, for reference.
- The initial antenna violation count is 0, for reference.
- The total die size is 6720 um^2, for reference.
- The detailed-router iteration count before antenna repair is 2, for reference.
- The fraction of layout cells with a size suffix above 1 is 5.08%, for reference.
- The share of the core area taken by cells at floorplan is 11.1%.
- The final max-slew violation count recorded for this run is 0.
- The cell with the most instances after synthesis is inv_1, for reference.
- In the final layout, the fill cell count is 431.
- The chip area line in the Yosys stat output reads ~410 um^2.
- On the final layout, the worst hold slack is between 2000 and 3000 ps.
- The run finished with clean final reports.
-- critical path, delay by kind of cell --
kind | cells | cell delay (ps)
adder cells (fa/ha/maj) | 6 | 1880
buffers and inverters | 6 | 1150
AND/OR/NAND/NOR | 1 | 130
-- logic make-up (layout without fill, tap and decap cells) --
kind of cell	count (synthesis)	after routing	synth area share, %
buffers and inverters	22	31	27.4
and+or+nand+nor	16	16	21.3
adders and majority gates	12	12	51.2
-- path summary, 6_finish.rpt --
check  from   end  slack (ps)  cells past startpoint
max    A[0]  P[6]         200                     13
min    B[0]  P[0]        2950                      3
-- report_power, final --
group / total, mW / internal, mW / switching (mW) / leakage [nW]
sequential: 0 / 0 / 0 / 0
clock: 0 / 0 / 0 / 0
combinational: 0.0523 / 0.0337 / 0.0185 / 0.310
-- area by class of cell --
cell class / count / area (um^2) / area share, %
tap: 48 / 60.1 / 10.1
timing repair buffer: 17 / 179 / 30.2
multi-input combinational: 28 / 300 / 50.7
inverter: 14 / 52.6 / 8.88
-- placed cells by master, fill, tap and decap left out --
| master | count |
|---|---|
| fa_1 | 7 |
| nand2_1 | 5 |
| dlymetal6s2s_1 | 5 |
| ha_1 | 4 |
| and2_1 | 11 |
| inv_2 | 1 |
| inv_1 | 13 |
| buf_4 | 1 |
| fa_2 | 1 |
| dlygate4sd2_1 | 1 |
| clkdlybuf4s50_1 | 10 |
-- per-layer routing --
layer	share of wire, %	up-vias	GRT usage, %
li1	-	151	-
met1	43	143	3.46
met3	4.9	0	0.771
met2	52	10	5.02
met5	0	-	0
met4	0	0	0
-- per-stage QoR --
stage	power [mW]	util [%]	instances	cell area (um^2)
floorplan	0.0334	-	50	410
global placement	0.0557	15.7	107	578
detailed placement	0.0557	15.7	107	578
CTS	0.0560	15.6	107	577
global route	0.0624	16.0	107	592
finish	0.0523	16.0	107	592
-- what timing repair did --
action                     in CTS  in global routing
setup endpoints to repair       1                  2
buffers inserted                0                  0
cloned                          0                  0
gates resized                   1                  7
pin swaps                       0                  0
Power and IR drop assume default switching activity.
