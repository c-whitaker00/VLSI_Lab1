==> flow/design.v <==
`timescale 1ns/10ps
module full_adder (S, Cout, A, B, Cin);
output S, Cout;
input A, B, Cin;
    wire g1, g2, g3;
    xor z1(g1, A, B);
    xor z2(S, Cin, g1);
    and z3(a2, Cin, g1);
    and z4(a3, A, B);
    or z5(Cout, a2, a3);
endmodule
`timescale 1ns/10ps
module half_adder(S, Cout, A, B);
output S, Cout;
input A, B;
    and z1(Cout, A, B);
    xor z2(S, A, B);
endmodule
`timescale 1ns/10ps
module signed_multiplier(Out, X, Y);
output signed [9:0] Out;
input signed [4:0] X, Y;
wire g1, g2, g3, g4, g5, g6, g7, g8, g9, g10;
wire g11, g12, g13, g14, g15, g16, g17, g18, g19, g20;
wire g21, g22, g23, g24, g25, g26, g27, g28, g29, g30;
wire g31, g32, g33, g34, g35, g36, g37, g38, g39, g40;
wire g41, g42, g43, g44, g45;
    and a1(Out[0], X[0], Y[0]);
    and a2(g1, X[1], Y[0]);
    and a3(g2, X[2], Y[0]);
    and a4(g3, X[3], Y[0]);
    and a5(g4, X[4], Y[0]);
    and b1(g5, X[0], Y[1]);
    and b2(g6, X[1], Y[1]);
    and b3(g7, X[2], Y[1]);
    and b4(g8, X[3], Y[1]);
    and b5(g9, X[4], Y[1]);
    half_adder c1(Out[1], m1, g1, g5);
    full_adder c2(g10, m2, g2, g6, m1);
    full_adder c3(g11, m3, g3, g7, m2);
    full_adder c4(g12, m4, g4, g8, m3);
    full_adder c5(g13, m5, g9, g4, m4);
    full_adder c6(g14, m6, g9, g4, m5);
    full_adder c7(g15, m7, g9, g4, m6);
    full_adder c8(g16, m8, g9, g4, m7);
    full_adder c9(g17, m9, g9, g4, m8);
    and d1(g18, X[0], Y[2]);
    and d2(g19, X[1], Y[2]);
    and d3(g20, X[2], Y[2]);
    and d4(g21, X[3], Y[2]);
    and d5(g22, X[4], Y[2]);
    half_adder e1(Out[2], m10, g10, g18);
    full_adder e2(g23, m11, g11, g19, m10);
    full_adder e3(g24, m12, g12, g20, m11);
    full_adder e4(g25, m13, g13, g21, m12);
    full_adder e5(g26, m14, g14, g22, m13);
    full_adder e6(g27, m15, g15, g22, m14);
    full_adder e7(g28, m16, g16, g22, m15);
    full_adder e8(g29, out3, g17, g22, m16);
    and f1(g30, X[0], Y[3]);
    and f2(g31, X[1], Y[3]);
    and f3(g32, X[2], Y[3]);
    and f4(g33, X[3], Y[3]);
    and f5(g34, X[4], Y[3]);
    half_adder h1(Out[3], m17, g23, g30);
    full_adder h2(g35, m18, g24, g31, m17);
    full_adder h3(g36, m19, g25, g32, m18);
    full_adder h4(g37, m20, g26, g33, m19);
    full_adder h5(g38, m21, g27, g34, m20);
    full_adder h6(g39, m22, g34, g28, m21);
    full_adder h7(g40, out4, g34, g29, m22);
    nand i1(g41, X[0], Y[4]);
    nand i2(g42, X[1], Y[4]);
    nand i3(g43, X[2], Y[4]);
    nand i4(g44, X[3], Y[4]);
    nand i5(g45, X[4], Y[4]);
    full_adder j1(Out[4], m23, g35, g41, 1'b1);
    full_adder j2(Out[5], m24, g36, g42, m23);
    full_adder j3(Out[6], m25, g37, g43, m24);
    full_adder j4(Out[7], m26, g38, g44, m25);
    full_adder j5(Out[8], m27, g39, g45, m26);
    full_adder j6(Out[9], out5, g40, g45, m27);
endmodule
==> flow/run.sh <==
#!/bin/bash
# OpenROAD 26Q1-2900-gdf79404cd8, Yosys 0.63+post, stock flow scripts
make -C /OpenROAD-flow-scripts/flow DESIGN_CONFIG=/design/flow/config.mk WORK_HOME=/design/flow/orfs finish
==> flow/config.mk <==
export PLATFORM = sky130hd
export DESIGN_NAME = signed_multiplier
export DESIGN_NICKNAME = signed_multiplier
export VERILOG_FILES = /design/flow/design.v
export SDC_FILE = /design/flow/constraint.sdc
export NUM_CORES = 4
export LEC_CHECK = 1
export CORE_AREA = 10 10 77 77
export DIE_AREA = 0 0 87 87
==> flow/constraint.sdc <==
current_design signed_multiplier

set clk_period 7.5
set clk_io_pct 0.2

create_clock -name clk0 -period $clk_period

set non_clock_inputs [all_inputs -no_clocks]
set_input_delay [expr $clk_period * $clk_io_pct] -clock clk0 $non_clock_inputs
set_output_delay [expr $clk_period * $clk_io_pct] -clock clk0 [all_outputs]
==> changes_impl.md <==
### Changed

* Synthesized instance count at approximately 85
* WL/cell at about 8.6 um
* DR WL met2 at approximately 620 um
* Log Warnings at 35
* Die Wd at between 80 and 90 um
* Hold path endpoint: Out[0]
* FFs & Latches at 0
* Yosys stat cell total at roughly 85
* RePlAce Congestion at approximately 0.75
* P&R area growth vs syn at 40.3%
* Pwr per Cell Area at 137 mW/mm2
* Wire length of the first global-routing pass at around 2800 um
* Highest Clock Rate at 124 MHz
* Final ANT Viol Nets at 0
* Leakage at 0.502 nW
* Die H at ~87 um
* Largest net degree at the start of global routing at 6
* Via count at 543
* Synth Seq Share at 0%
* Setup slack after layout at -0.567 ns
* Die area at approximately 0.0076 mm2
* Mux frac, synth at 0%
* Synth top area share at about half
* Final setup fails at 2
* TritonRoute pass-1 iters at 2
* Flop area at 0 um2
* Worst Setup Start Kind: primary input
* Final Hold Vio Count at 0
* Final Max Slew Viols at 0
* Synth warn at about 62
* Mean area per synthesized cell at 9.21 um2
* Met3 wire len at 145 um
* Ant diodes at 0
* TNS Setup at -0.837 ns
* Total grt overflow at 0
* Hold buffers post-CTS at 0
* Post-synth cell types at 10
* Adder share at between 50% and 60%
* Max Cap Viol at 0
* PortBufs at 20
* Hold_sp: Y[0]
* Min-delay worst type: primary input to primary output
* Core ar. at 0.00435 mm2
* Vias in the first global route at slightly below 700
* Max-Slew Margin vs Limit at 86.1%
* CP max FO at 2
* Yosys simple share at 18.1%
* Synth top area cells: fa_1 (49%), and2_1 (11%), inv_1 (11%), buf_4 (8.6%), ha_1 (6.4%)
* Final HPWL DP at approximately 1300 um
* RSZ-0062 raised after global routing: yes
* Clock period minus worst slack at roughly 8.1 ns
* DRC at 0
* I/O pin total at 20
* Clk_buf instances at 0
* # rows at 24
* Pin slew with the least headroom to its limit at about 0.21 ns
* Outcome: finished, violations left
* Failing checks: setup timing
* Init Core Util at ~18%
* IR drop worst, VDD at between 40 and 50 uV
* Place WS at -1.34 ns
* Worst EP arrival at about 6.6 ns
* WL met1 at about 600 um
* Tcrit/Tclk final at 108%
* Yosys Chip Area at approximately 780 um2
* Initial DRC Count at 17
* Hold Crit Depth at 4
* Total track usage at around 4.3%
* Top cells by count: inv_1 (23), fa_1 (19), and2_1 (14), buf_4 (9), nand2_1 (8)
* Setup CP Type: primary input to primary output
* Cell Area, Synth at slightly below 800 um2
* Synth Area in Compound Gates at 0%
* Vias per cell at between 3 and 4
* Area leader, netlist: fa_1
* Top Layer Used: met3
* DRT Wirelength at approximately 1400 um
* Req. time, crit path at ~6 ns
* Initial antenna violation count at 0
* Comb area leader: adder cells
* Most frequent cell after synthesis: inv_1
* Crit end category: primary output
* Share of post-route cells with drive strength above 1 at between 40% and 50%
* XOR Share, Synth at under 10%
[placed cells by master, fill, tap and decap left out]
master / instances
and2_2: 2
and2_1: 12
clkdlybuf4s50_1: 11
nand2_1: 8
xnor3_1: 1
xnor2_2: 1
buf_4: 10
inv_2: 10
dlygate4sd2_1: 2
inv_1: 13
fa_2: 12
buf_2: 3
buf_6: 4
xnor2_1: 3
fa_1: 7
and2_4: 3
ha_4: 1
ha_1: 3
[worst max path at each step]
stage,from,slack (ns),depth (start not counted),to
CTS,X[1],-0.72,20,Out[9]
global route,X[1],-0.79,20,Out[9]
finish,X[1],-0.57,20,Out[9]
[report_power, final]
group          switching (mW)  total (mW)  leakage (nW)  internal [mW]
sequential                  0           0             0              0
combinational          0.0603       0.151         0.502         0.0903
clock                       0           0             0              0
total                  0.0603       0.151         0.502         0.0903
[timing repair]
item / in CTS / in global routing
endpoints found under the hold margin: 0 / 0
buffers inserted: 0 / 0
endpoints found under the setup margin: 5 / 3
gates resized: 34 / 6
pin swaps: 17 / 11
[metal layers]
layer | vias to the layer above | global-route usage, %
met2 | 12 | 7.66
met3 | 0 | 1.13
met1 | 261 | 5.39
met4 | 0 | 0
li1 | 270 | -
met5 | - | 0
[cells by family (layout without fill, tap and decap cells)]
kind of cell / after synthesis / after routing
buffers and inverters: 32 / 53
xor gates and xnor gates: 5 / 5
and+or+nand+nor: 25 / 25
adders and majority gates: 23 / 23
[worst max-delay path: stages]
cell	delay, ns
buf_6	0.07
and2_4	0.14
ha_4	0.12
inv_2	0.03
fa_2	0.35
fa_2	0.34
fa_2	0.53
inv_2	0.04
fa_2	0.37
fa_1	0.45
fa_2	0.35
fa_2	0.53
inv_2	0.04
fa_2	0.35
fa_2	0.35
fa_2	0.40
xnor2_2	0.14
xnor2_1	0.19
xnor2_1	0.14
buf_2	0.12
[metrics by stage]
step	utilization (%)	cells	power [mW]	area, um2	hold slack (ns)
6_report	25.2	158	0.151	1100	3.75
4_1_cts	25.2	158	0.154	1100	3.76
3_5_place_dp	25.4	158	0.169	1110	4.13
2_1_floorplan	-	85	0.120	833	3.07
5_1_grt	25.2	158	0.187	1100	3.78
3_3_place_gp	25.4	158	0.169	1110	4.13
[final cells by class]
cell class,count,area (um2)
repair buffers,30,263
multi-input cells,53,684
fillers,451,3260
inverters,23,86.3
well taps,52,65.1
Power is estimated from default activity; no workload was simulated.
